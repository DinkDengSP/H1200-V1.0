File: run.sh
#!/bin/bash
# OpenROAD 26Q1-2900-gdf79404cd8, Yosys 0.63+post, stock flow scripts
make -C /OpenROAD-flow-scripts/flow DESIGN_CONFIG=/design/flow/config.mk WORK_HOME=/design/flow/orfs finish
File: config.mk
export PLATFORM = sky130hd
export DESIGN_NAME = gpio_port_out
export DESIGN_NICKNAME = gpio_port_out
export VERILOG_FILES = /design/flow/design.v
export SDC_FILE = /design/flow/constraint.sdc
export NUM_CORES = 4
export LEC_CHECK = 1
export CORE_UTILIZATION = 50
File: constraint.sdc
current_design gpio_port_out

set clk_period 3.6
set clk_io_pct 0.2

create_clock -name clk0 -period $clk_period [get_ports {sys_clk}]

set non_clock_inputs [all_inputs -no_clocks]
set_input_delay [expr $clk_period * $clk_io_pct] -clock clk0 $non_clock_inputs
set_output_delay [expr $clk_period * $clk_io_pct] -clock clk0 [all_outputs]
File: design.v
module gpio_port_out 
#(
    parameter SYS_CLK_FREQ                      = 32'd50_000_000, 
    parameter GPIO_PORT_OUT_MODE_REG_INIT_VAL   = 32'hffff_ffff, 
    parameter GPIO_PORT_OUT_STATE_REG_INIT_VAL  = 32'h0000_0000, 
    parameter GPIO_PORT_OUT_REALLY_REG_INIT_VAL = 32'h0000_0000 
) 
(
    input           sys_clk  ,       
    input           sys_rst_n,       
    input           write_single,    
    input [3:0]     write_addr,      
    input [31:0]    write_data,      
    output [((3*32)-1):0]   readable_reg_extern,
    output [31:0] port_really_out
);
localparam REG_WRITE_ADDR_GPIO_PORT_OUT_MODE  = 4'h0;
localparam REG_WRITE_ADDR_GPIO_PORT_OUT_STATE = 4'h1;
reg [2:0]write_singal_reg;
reg[3:0] local_write_addr_reg;
reg[31:0] local_write_data_reg;
reg[31:0] local_port_mode_reg;
reg[31:0] local_port_state_reg;
reg[31:0] local_port_really_out_reg;
assign readable_reg_extern = {local_port_really_out_reg,local_port_state_reg,local_port_mode_reg};
assign port_really_out = local_port_really_out_reg;
always @(posedge sys_clk or negedge sys_rst_n) 
begin 
    if (1'b0 == sys_rst_n) 
    begin 
        write_singal_reg <= 3'b000;
        local_write_addr_reg <= 4'd0;
        local_write_data_reg <= 32'd0;
    end
    else 
    begin
        write_singal_reg <= {write_singal_reg[1:0],write_single};
        local_write_addr_reg <= write_addr;
        local_write_data_reg <= write_data;
    end
end
always @(posedge sys_clk or negedge sys_rst_n) 
begin 
    if (1'b0 == sys_rst_n) 
    begin 
        local_port_mode_reg <= GPIO_PORT_OUT_MODE_REG_INIT_VAL;
        local_port_state_reg <= GPIO_PORT_OUT_STATE_REG_INIT_VAL;
    end
    else if(3'b011 == write_singal_reg) begin
        case(local_write_addr_reg)
            REG_WRITE_ADDR_GPIO_PORT_OUT_MODE: begin
                local_port_mode_reg <= local_write_data_reg;
            end
            REG_WRITE_ADDR_GPIO_PORT_OUT_STATE: begin
                local_port_state_reg <= local_write_data_reg;
            end
            default: begin
            end
        endcase
    end
    else begin
    end
end
always @(posedge sys_clk or negedge sys_rst_n) 
begin 
    if (1'b0 == sys_rst_n) 
    begin 
        local_port_really_out_reg <= GPIO_PORT_OUT_REALLY_REG_INIT_VAL;
    end
    else begin
        if(1'b1 == local_port_mode_reg[0]) begin
            local_port_really_out_reg[0] <= local_port_state_reg[0];
        end
        else begin
            local_port_really_out_reg[0] <= ~(local_port_state_reg[0]);
        end
        if(1'b1 == local_port_mode_reg[1]) begin
            local_port_really_out_reg[1] <= local_port_state_reg[1];
        end
        else begin
            local_port_really_out_reg[1] <= ~(local_port_state_reg[1]);
        end
        if(1'b1 == local_port_mode_reg[2]) begin
            local_port_really_out_reg[2] <= local_port_state_reg[2];
        end
        else begin
            local_port_really_out_reg[2] <= ~(local_port_state_reg[2]);
        end
        if(1'b1 == local_port_mode_reg[3]) begin
            local_port_really_out_reg[3] <= local_port_state_reg[3];
        end
        else begin
            local_port_really_out_reg[3] <= ~(local_port_state_reg[3]);
        end
        if(1'b1 == local_port_mode_reg[4]) begin
            local_port_really_out_reg[4] <= local_port_state_reg[4];
        end
        else begin
            local_port_really_out_reg[4] <= ~(local_port_state_reg[4]);
        end
        if(1'b1 == local_port_mode_reg[5]) begin
            local_port_really_out_reg[5] <= local_port_state_reg[5];
        end
        else begin
            local_port_really_out_reg[5] <= ~(local_port_state_reg[5]);
        end
        if(1'b1 == local_port_mode_reg[6]) begin
            local_port_really_out_reg[6] <= local_port_state_reg[6];
        end
        else begin
            local_port_really_out_reg[6] <= ~(local_port_state_reg[6]);
        end
        if(1'b1 == local_port_mode_reg[7]) begin
            local_port_really_out_reg[7] <= local_port_state_reg[7];
        end
        else begin
            local_port_really_out_reg[7] <= ~(local_port_state_reg[7]);
        end
        if(1'b1 == local_port_mode_reg[8]) begin
            local_port_really_out_reg[8] <= local_port_state_reg[8];
        end
        else begin
            local_port_really_out_reg[8] <= ~(local_port_state_reg[8]);
        end
        if(1'b1 == local_port_mode_reg[9]) begin
            local_port_really_out_reg[9] <= local_port_state_reg[9];
        end
        else begin
            local_port_really_out_reg[9] <= ~(local_port_state_reg[9]);
        end
        if(1'b1 == local_port_mode_reg[10]) begin
            local_port_really_out_reg[10] <= local_port_state_reg[10];
        end
        else begin
            local_port_really_out_reg[10] <= ~(local_port_state_reg[10]);
        end
        if(1'b1 == local_port_mode_reg[11]) begin
            local_port_really_out_reg[11] <= local_port_state_reg[11];
        end
        else begin
            local_port_really_out_reg[11] <= ~(local_port_state_reg[11]);
        end
        if(1'b1 == local_port_mode_reg[12]) begin
            local_port_really_out_reg[12] <= local_port_state_reg[12];
        end
        else begin
            local_port_really_out_reg[12] <= ~(local_port_state_reg[12]);
        end
        if(1'b1 == local_port_mode_reg[13]) begin
            local_port_really_out_reg[13] <= local_port_state_reg[13];
        end
        else begin
            local_port_really_out_reg[13] <= ~(local_port_state_reg[13]);
        end
        if(1'b1 == local_port_mode_reg[14]) begin
            local_port_really_out_reg[14] <= local_port_state_reg[14];
        end
        else begin
            local_port_really_out_reg[14] <= ~(local_port_state_reg[14]);
        end
        if(1'b1 == local_port_mode_reg[15]) begin
            local_port_really_out_reg[15] <= local_port_state_reg[15];
        end
        else begin
            local_port_really_out_reg[15] <= ~(local_port_state_reg[15]);
        end
        if(1'b1 == local_port_mode_reg[16]) begin
            local_port_really_out_reg[16] <= local_port_state_reg[16];
        end
        else begin
            local_port_really_out_reg[16] <= ~(local_port_state_reg[16]);
        end
        if(1'b1 == local_port_mode_reg[17]) begin
            local_port_really_out_reg[17] <= local_port_state_reg[17];
        end
        else begin
            local_port_really_out_reg[17] <= ~(local_port_state_reg[17]);
        end
        if(1'b1 == local_port_mode_reg[18]) begin
            local_port_really_out_reg[18] <= local_port_state_reg[18];
        end
        else begin
            local_port_really_out_reg[18] <= ~(local_port_state_reg[18]);
        end
        if(1'b1 == local_port_mode_reg[19]) begin
            local_port_really_out_reg[19] <= local_port_state_reg[19];
        end
        else begin
            local_port_really_out_reg[19] <= ~(local_port_state_reg[19]);
        end
        if(1'b1 == local_port_mode_reg[20]) begin
            local_port_really_out_reg[20] <= local_port_state_reg[20];
        end
        else begin
            local_port_really_out_reg[20] <= ~(local_port_state_reg[20]);
        end
        if(1'b1 == local_port_mode_reg[21]) begin
            local_port_really_out_reg[21] <= local_port_state_reg[21];
        end
        else begin
            local_port_really_out_reg[21] <= ~(local_port_state_reg[21]);
        end
        if(1'b1 == local_port_mode_reg[22]) begin
            local_port_really_out_reg[22] <= local_port_state_reg[22];
        end
        else begin
            local_port_really_out_reg[22] <= ~(local_port_state_reg[22]);
        end
        if(1'b1 == local_port_mode_reg[23]) begin
            local_port_really_out_reg[23] <= local_port_state_reg[23];
        end
        else begin
            local_port_really_out_reg[23] <= ~(local_port_state_reg[23]);
        end
        if(1'b1 == local_port_mode_reg[24]) begin
            local_port_really_out_reg[24] <= local_port_state_reg[24];
        end
        else begin
            local_port_really_out_reg[24] <= ~(local_port_state_reg[24]);
        end
        if(1'b1 == local_port_mode_reg[25]) begin
            local_port_really_out_reg[25] <= local_port_state_reg[25];
        end
        else begin
            local_port_really_out_reg[25] <= ~(local_port_state_reg[25]);
        end
        if(1'b1 == local_port_mode_reg[26]) begin
            local_port_really_out_reg[26] <= local_port_state_reg[26];
        end
        else begin
            local_port_really_out_reg[26] <= ~(local_port_state_reg[26]);
        end
        if(1'b1 == local_port_mode_reg[27]) begin
            local_port_really_out_reg[27] <= local_port_state_reg[27];
        end
        else begin
            local_port_really_out_reg[27] <= ~(local_port_state_reg[27]);
        end
        if(1'b1 == local_port_mode_reg[28]) begin
            local_port_really_out_reg[28] <= local_port_state_reg[28];
        end
        else begin
            local_port_really_out_reg[28] <= ~(local_port_state_reg[28]);
        end
        if(1'b1 == local_port_mode_reg[29]) begin
            local_port_really_out_reg[29] <= local_port_state_reg[29];
        end
        else begin
            local_port_really_out_reg[29] <= ~(local_port_state_reg[29]);
        end
        if(1'b1 == local_port_mode_reg[30]) begin
            local_port_really_out_reg[30] <= local_port_state_reg[30];
        end
        else begin
            local_port_really_out_reg[30] <= ~(local_port_state_reg[30]);
        end
        if(1'b1 == local_port_mode_reg[31]) begin
            local_port_really_out_reg[31] <= local_port_state_reg[31];
        end
        else begin
            local_port_really_out_reg[31] <= ~(local_port_state_reg[31]);
        end
    end
end
endmodule
==> results.json <==
{
  "status": "completed",
  "grt_max_degree": 83,
  "critPathSlowestCell": "dfstp_2",
  "num_rows": 36,
  "vias": 2596,
  "finalMaxSlewViolations": 0,
  "layout-drive-gt1-share_pct": 30.6,
  "first_global_vias": 2515,
  "antenna_found_initial": 0,
  "yosys.stat.seqShare_pct": 68.3,
  "finalHoldViolCount": 0,
  "fp_util_pct": 51.5,
  "num_io_pins": 167,
  "r2r_start": "local_write_addr_reg[3]",
  "cts.repair.resized": 0,
  "cp_max_fo": 3,
  "synth_cell_types": 11,
  "peakVddDrop_mv": 0.381,
  "swShare_pct": 20.4,
  "post_cts_buffers": 0,
  "setup_viol": 0,
  "first_iter_violations": 23,
  "p_int_mw": 3.48,
  "synth_area_per_cell_um2": 18.3,
  "ant_nets": 0,
  "sequentialPowerShare_pct": 43.8,
  "io_buffer_count": 166,
  "cap_violations": 0,
  "drc": 0,
  "core_mm2": 0.00973,
  "postLayoutSetupSlackWorst_ps": 1330,
  "wl_mm": 8.34,
  "clockRootBuffer": "clkbuf_8",
  "cp_num_buf_inv": 1,
  "rsz0062_at_grt": "false",
  "grt_pass1_wl_mm": 13.2,
  "synth_chip_area_mm2": 0.00501,
  "path_delay_family": "flip-flops",
  "ys_cells": 273,
  "path_clk_slew_ps": 60,
  "grtUsageTotal_pct": 17.8,
  "insertedDiodeCount": 0,
  "end_kind": "primary output",
  "worstMarginPinSlew_ps": 719,
  "power.leakage_nw": 3.15,
  "r2r_end": "local_port_state_reg[3]",
  "warning_count": 26,
  "cp-start-kind": "register",
  "ys_ff": 135,
  "clock_sinks": 135,
  "power_frac_clock_pct": 39.3,
  "lay_top_count": "clkdlybuf4s50_1",
  "skew_ps": 10.0,
  "vias_per_cell": 4.57,
  "cts_tree": "done",
  "synth.cell_area_mm2": 0.00501,
  "fin_setup_tns_ps": 0,
  "fp.dieH_um": 102,
  "finalCriticalPeriod_ps": 2270,
  "syn_inst": 273,
  "clk_latency_ps": 500,
  "critical_path.cell_chain": "clkdlybuf4s50_1",
  "fin_crit_sh_pct": 63.0,
  "p_comb_share_pct": 16.9,
  "layout_top_cells": "clkdlybuf4s50_1, dfrtp_1, mux2_4",
  "instances_no_fill": 568,
  "area_growth_pct": 42.7,
  "htree_levels": 4,
  "dieArea_mm2": 0.0104,
  "hpwlAfterDp_mm": 5.45,
  "numCtsBuffers": 17,
  "cts_max_path_buffers": 2,
  "p_per_area_mw_per_mm2": 611,
  "hold_class": "primary input to async pin",
  "firstDrtPassIters": 4,
  "preCtsSetupSlack_ps": 1680,
  "arrival_ps": 1550,
  "placed_cells": 536,
  "crit_required_ps": 2880,
  "critical_path_class": "register to primary output",
  "die_w_um": 102,
  "cts_hold_buf": 0,
  "max_stage_delay_ps": 550,
  "reg2reg_depth": 3,
  "grt-ovfl-total": 0,
  "fmax_ghz": 0.441,
  "r2r_setup_slack_ps": 1670,
  "wl_per_cell_um": 14.7,
  "p_switching_uw": 890,
  "gp_congestion": 0.717,
  "yosysWarningCount": 1,
  "relSlewSlack_pct": 52.1
}
## logic make-up (layout without fill, tap and decap cells)
family        after synthesis  in the layout  synth area share [%]
simple gates                4              4                  1.07
buf+inv                    38            200                  6.15
flops                     135            135                  68.3
xor+xnor                   32             32                  5.60
mux                        64             64                  18.9
## per-stage QoR
step	total power, mW	hold WS (ps)	cell area, µm²	util (%)
after CTS	4.43	265	7140	73.4
final	4.37	251	7140	73.4
after floorplan	2.17	346	5010	-
after global placement	2.67	361	6540	67.2
after detailed placement	2.69	359	6540	67.2
after global routing	4.61	281	7140	73.4
## metal layers
metal  wire [µm]  share of wire, %  global-route usage (%)
met4          74              0.89                    1.87
met3         666               8.0                    6.61
met2        3900                47                    25.1
met1        3700                44                    29.6
met5           0                 0                       0
## power groups by stage
stage                 clock network, mW  registers (mW)  logic, mW
after CTS                          1.76            1.92      0.753
after global routing               1.84            1.94      0.818
final                              1.72            1.91      0.738
## cell type report
cell class / instances / area (µm²)
clock buffer: 19 / 432
clock inverter: 13 / 170
fill: 642 / 2580
multi-input combinational: 100 / 1280
sequential: 135 / 3420
tap: 133 / 166
timing repair buffer: 168 / 1680
## worst register-to-register path, delay by kind of cell (launching register included)
kind | cells | cell delay, ps
AND/OR/NAND/NOR | 2 | 920
flip-flops | 1 | 360
multiplexers | 1 | 530
## Yosys cell counts (all sizes together)
| library cell | instances | share of area [%] |
|---|---|---|
| dfrtp | 103 | 51 |
| mux2 | 64 | 19 |
| buf | 38 | 6.1 |
| dfstp | 32 | 17 |
| xnor2 | 32 | 5.6 |
| and4bb | 1 | 0.25 |
| nand3 | 1 | 0.35 |
| nand3b | 1 | 0.40 |
| nor2 | 1 | 0.075 |
## how the worst max path moves through the flow
stage | start | to | slack (ps) | depth (start not counted)
after CTS | local_port_mode_reg[31] | readable_reg_extern[31] | 1290 | 1
after global routing | local_port_mode_reg[31] | readable_reg_extern[31] | 1250 | 1
final | local_port_mode_reg[31] | readable_reg_extern[31] | 1330 | 1
Power and IR drop assume default switching activity.
