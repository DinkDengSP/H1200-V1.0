===== flow/config.mk =====
export PLATFORM = sky130hd
export DESIGN_NAME = H200_CPLD_Motor12
export DESIGN_NICKNAME = H200_CPLD_Motor12
export VERILOG_FILES = /design/flow/design.v
export SDC_FILE = /design/flow/constraint.sdc
export NUM_CORES = 4
export LEC_CHECK = 1
export CORE_UTILIZATION = 50

===== flow/constraint.sdc =====
current_design H200_CPLD_Motor12

set clk_period 3.6
set clk_io_pct 0.2

create_clock -name clk0 -period $clk_period [get_ports {mainClk}]

set non_clock_inputs [all_inputs -no_clocks]
set_input_delay [expr $clk_period * $clk_io_pct] -clock clk0 $non_clock_inputs
set_output_delay [expr $clk_period * $clk_io_pct] -clock clk0 [all_outputs]

===== flow/run.sh =====
#!/bin/bash
# OpenROAD 26Q1-2900-gdf79404cd8, Yosys 0.63+post, stock flow scripts
make -C /OpenROAD-flow-scripts/flow DESIGN_CONFIG=/design/flow/config.mk WORK_HOME=/design/flow/orfs finish

===== flow/design.v =====
module H200_CPLD_Motor12(
input[7:0] addr,
inout[7:0] data,
input reset_n,
input write_n,
input read_n,
input select_n,
output int0,
output int1,
output int2,
output int3,
input fsmcClk,
input mainClk,
input[7:0] nopA,
input[5:0] nopB,
output[7:0] cdcA,
output[7:0] cdcB,
output[7:0] cdcC,
output[7:0] cdcD,
output[3:0] cdcE,
output stepMotor1En,
output stepMotor1Dir,
output stemMotor1PWM,
output stepMotor2En,
output stepMotor2Dir,
output stemMotor2PWM,
output stepMotor3En,
output stepMotor3Dir,
output stemMotor3PWM,
output stepMotor4En,
output stepMotor4Dir,
output stemMotor4PWM,
output stepMotor5En,
output stepMotor5Dir,
output stemMotor5PWM,
output stepMotor6En,
output stepMotor6Dir,
output stemMotor6PWM,
output stepMotor7En,
output stepMotor7Dir,
output stemMotor7PWM,
output stepMotor8En,
output stepMotor8Dir,
output stemMotor8PWM,
output stepMotor9En,
output stepMotor9Dir,
output stemMotor9PWM,
output stepMotor10En,
output stepMotor10Dir,
output stemMotor10PWM,
output stepMotor11En,
output stepMotor11Dir,
output stemMotor11PWM,
output stepMotor12En,
output stepMotor12Dir,
output stemMotor12PWM
);
wire stepMotorInt1;
wire stepMotorInt2;
wire stepMotorInt3;
wire stepMotorInt4;
wire stepMotorInt5;
wire stepMotorInt6;
wire stepMotorInt7;
wire stepMotorInt8;
wire stepMotorInt9;
wire stepMotorInt10;
wire stepMotorInt11;
wire stepMotorInt12;
wire [15:0]stepMotorControlLine1;
wire [7:0]stepMotorDataLine1;
wire [15:0]stepMotorControlLine2;
wire [7:0]stepMotorDataLine2;
wire [15:0]stepMotorControlLine3;
wire [7:0]stepMotorDataLine3;
wire [15:0]stepMotorControlLine4;
wire [7:0]stepMotorDataLine4;
wire [15:0]stepMotorControlLine5;
wire [7:0]stepMotorDataLine5;
wire [15:0]stepMotorControlLine6;
wire [7:0]stepMotorDataLine6;
wire [15:0]stepMotorControlLine7;
wire [7:0]stepMotorDataLine7;
wire [15:0]stepMotorControlLine8;
wire [7:0]stepMotorDataLine8;
wire [15:0]stepMotorControlLine9;
wire [7:0]stepMotorDataLine9;
wire [15:0]stepMotorControlLine10;
wire [7:0]stepMotorDataLine10;
wire [15:0]stepMotorControlLine11;
wire [7:0]stepMotorDataLine11;
wire [15:0]stepMotorControlLine12;
wire [7:0]stepMotorDataLine12;
StepMotorWithDAcc stepMotor1(
.rst_n(reset_n),
.clk(mainClk),
.register(stepMotorControlLine1),
.pul_num(stepMotorDataLine1),
.en(stepMotor1En),
.cw(stepMotor1Dir),
.pul(stemMotor1PWM),
.int_p(stepMotorInt1)
);
StepMotorWithDAcc stepMotor2(
.rst_n(reset_n),
.clk(mainClk),
.register(stepMotorControlLine2),
.pul_num(stepMotorDataLine2),
.en(stepMotor2En),
.cw(stepMotor2Dir),
.pul(stemMotor2PWM),
.int_p(stepMotorInt2)
);
StepMotorWithDAcc stepMotor3(
.rst_n(reset_n),
.clk(mainClk),
.register(stepMotorControlLine3),
.pul_num(stepMotorDataLine3),
.en(stepMotor3En),
.cw(stepMotor3Dir),
.pul(stemMotor3PWM),
.int_p(stepMotorInt3)
);
StepMotorWithDAcc stepMotor4(
.rst_n(reset_n),
.clk(mainClk),
.register(stepMotorControlLine4),
.pul_num(stepMotorDataLine4),
.en(stepMotor4En),
.cw(stepMotor4Dir),
.pul(stemMotor4PWM),
.int_p(stepMotorInt4)
);
StepMotorWithDAcc stepMotor5(
.rst_n(reset_n),
.clk(mainClk),
.register(stepMotorControlLine5),
.pul_num(stepMotorDataLine5),
.en(stepMotor5En),
.cw(stepMotor5Dir),
.pul(stemMotor5PWM),
.int_p(stepMotorInt5)
);
StepMotorWithDAcc stepMotor6(
.rst_n(reset_n),
.clk(mainClk),
.register(stepMotorControlLine6),
.pul_num(stepMotorDataLine6),
.en(stepMotor6En),
.cw(stepMotor6Dir),
.pul(stemMotor6PWM),
.int_p(stepMotorInt6)
);
StepMotorWithDAcc stepMotor7(
.rst_n(reset_n),
.clk(mainClk),
.register(stepMotorControlLine7),
.pul_num(stepMotorDataLine7),
.en(stepMotor7En),
.cw(stepMotor7Dir),
.pul(stemMotor7PWM),
.int_p(stepMotorInt7)
);
StepMotorWithDAcc stepMotor8(
.rst_n(reset_n),
.clk(mainClk),
.register(stepMotorControlLine8),
.pul_num(stepMotorDataLine8),
.en(stepMotor8En),
.cw(stepMotor8Dir),
.pul(stemMotor8PWM),
.int_p(stepMotorInt8)
);
StepMotorWithDAcc stepMotor9(
.rst_n(reset_n),
.clk(mainClk),
.register(stepMotorControlLine9),
.pul_num(stepMotorDataLine9),
.en(stepMotor9En),
.cw(stepMotor9Dir),
.pul(stemMotor9PWM),
.int_p(stepMotorInt9)
);
StepMotorWithDAcc stepMotor10(
.rst_n(reset_n),
.clk(mainClk),
.register(stepMotorControlLine10),
.pul_num(stepMotorDataLine10),
.en(stepMotor10En),
.cw(stepMotor10Dir),
.pul(stemMotor10PWM),
.int_p(stepMotorInt10)
);
StepMotorWithDAcc stepMotor11(
.rst_n(reset_n),
.clk(mainClk),
.register(stepMotorControlLine11),
.pul_num(stepMotorDataLine11),
.en(stepMotor11En),
.cw(stepMotor11Dir),
.pul(stemMotor11PWM),
.int_p(stepMotorInt11)
);
StepMotorWithDAcc stepMotor12(
.rst_n(reset_n),
.clk(mainClk),
.register(stepMotorControlLine12),
.pul_num(stepMotorDataLine12),
.en(stepMotor12En),
.cw(stepMotor12Dir),
.pul(stemMotor12PWM),
.int_p(stepMotorInt12)
);
reg [11:0]interrupt;
wire [11:0]interrupt_clear;
always@(posedge stepMotorInt1 or posedge interrupt_clear[0])
begin
	if(interrupt_clear[0])
		interrupt[0] <= 1'b0 ;
	else
		interrupt[0] <= 1'b1 ;
end
always@(posedge stepMotorInt2 or posedge interrupt_clear[1])
begin
	if(interrupt_clear[1])
		interrupt[1] <= 1'b0 ;
	else
		interrupt[1] <= 1'b1 ;
end
always@(posedge stepMotorInt3 or posedge interrupt_clear[2])
begin
	if(interrupt_clear[2])
		interrupt[2] <= 1'b0 ;
	else
		interrupt[2] <= 1'b1 ;
end
always@(posedge stepMotorInt4 or posedge interrupt_clear[3])
begin
	if(interrupt_clear[3])
		interrupt[3] <= 1'b0 ;
	else
		interrupt[3] <= 1'b1 ;
end
always@(posedge stepMotorInt5 or posedge interrupt_clear[4])
begin
	if(interrupt_clear[4])
		interrupt[4] <= 1'b0 ;
	else
		interrupt[4] <= 1'b1 ;
end
always@(posedge stepMotorInt6 or posedge interrupt_clear[5])
begin
	if(interrupt_clear[5])
		interrupt[5] <= 1'b0 ;
	else
		interrupt[5] <= 1'b1 ;
end
always@(posedge stepMotorInt7 or posedge interrupt_clear[6])
begin
	if(interrupt_clear[6])
		interrupt[6] <= 1'b0 ;
	else
		interrupt[6] <= 1'b1 ;
end
always@(posedge stepMotorInt8 or posedge interrupt_clear[7])
begin
	if(interrupt_clear[7])
		interrupt[7] <= 1'b0 ;
	else
		interrupt[7] <= 1'b1 ;
end
always@(posedge stepMotorInt9 or posedge interrupt_clear[8])
begin
	if(interrupt_clear[8])
		interrupt[8] <= 1'b0 ;
	else
		interrupt[8] <= 1'b1 ;
end
always@(posedge stepMotorInt10 or posedge interrupt_clear[9])
begin
	if(interrupt_clear[9])
		interrupt[9] <= 1'b0 ;
	else
		interrupt[9] <= 1'b1 ;
end
always@(posedge stepMotorInt11 or posedge interrupt_clear[10])
begin
	if(interrupt_clear[10])
		interrupt[10] <= 1'b0 ;
	else
		interrupt[10] <= 1'b1 ;
end
always@(posedge stepMotorInt12 or posedge interrupt_clear[11])
begin
	if(interrupt_clear[11])
		interrupt[11] <= 1'b0 ;
	else
		interrupt[11] <= 1'b1 ;
end
assign int1 = (interrupt == 12'b0);
FSMC_Interface FSMC_InterfaceImplement(
.addr(addr),
.data(data),
.reset_n(reset_n),
.write_n(write_n),
.read_n(read_n),
.select_n(select_n),
.mainClk(mainClk),
.cdcA(cdcA),
.cdcB(cdcB),
.cdcC(cdcC),
.cdcD(cdcD),
.cdcE(cdcE),
.nopA(nopA),
.nopB(nopB),
.stepMotorControlLine1(stepMotorControlLine1),
.stepMotorDataLine1(stepMotorDataLine1),
.stepMotorControlLine2(stepMotorControlLine2),
.stepMotorDataLine2(stepMotorDataLine2),
.stepMotorControlLine3(stepMotorControlLine3),
.stepMotorDataLine3(stepMotorDataLine3),
.stepMotorControlLine4(stepMotorControlLine4),
.stepMotorDataLine4(stepMotorDataLine4),
.stepMotorControlLine5(stepMotorControlLine5),
.stepMotorDataLine5(stepMotorDataLine5),
.stepMotorControlLine6(stepMotorControlLine6),
.stepMotorDataLine6(stepMotorDataLine6),
.stepMotorControlLine7(stepMotorControlLine7),
.stepMotorDataLine7(stepMotorDataLine7),
.stepMotorControlLine8(stepMotorControlLine8),
.stepMotorDataLine8(stepMotorDataLine8),
.stepMotorControlLine9(stepMotorControlLine9),
.stepMotorDataLine9(stepMotorDataLine9),
.stepMotorControlLine10(stepMotorControlLine10),
.stepMotorDataLine10(stepMotorDataLine10),
.stepMotorControlLine11(stepMotorControlLine11),
.stepMotorDataLine11(stepMotorDataLine11),
.stepMotorControlLine12(stepMotorControlLine12),
.stepMotorDataLine12(stepMotorDataLine12),
.interrupt_clear(interrupt_clear),
.interrupt(interrupt)
);
endmodule
module FSMC_Interface(
input[7:0] addr,
inout[7:0] data,
input reset_n,
input write_n,
input read_n,
input select_n,
input mainClk,
output reg [7:0]cdcA,
output reg [7:0]cdcB,
output reg [7:0]cdcC,
output reg [7:0]cdcD,
output reg [3:0]cdcE,
input[7:0] nopA,
input[5:0] nopB,
output reg [15:0]stepMotorControlLine1,
output reg [7:0]stepMotorDataLine1,
output reg [15:0]stepMotorControlLine2,
output reg [7:0]stepMotorDataLine2,
output reg [15:0]stepMotorControlLine3,
output reg [7:0]stepMotorDataLine3,
output reg [15:0]stepMotorControlLine4,
output reg [7:0]stepMotorDataLine4,
output reg [15:0]stepMotorControlLine5,
output reg [7:0]stepMotorDataLine5,
output reg [15:0]stepMotorControlLine6,
output reg [7:0]stepMotorDataLine6,
output reg [15:0]stepMotorControlLine7,
output reg [7:0]stepMotorDataLine7,
output reg [15:0]stepMotorControlLine8,
output reg [7:0]stepMotorDataLine8,
output reg [15:0]stepMotorControlLine9,
output reg [7:0]stepMotorDataLine9,
output reg [15:0]stepMotorControlLine10,
output reg [7:0]stepMotorDataLine10,
output reg [15:0]stepMotorControlLine11,
output reg [7:0]stepMotorDataLine11,
output reg [15:0]stepMotorControlLine12,
output reg [7:0]stepMotorDataLine12,
output [11:0]interrupt_clear,
input [11:0]interrupt
);
wire rd;
wire wr;
assign rd = (select_n | read_n);
assign wr = (select_n | write_n);
reg [7:0]dataOutReg;
assign data = (!rd) ? dataOutReg : 8'hzz;
reg [7:0]write_buf;
assign interrupt_clear[7:0] = ((!wr)&&(addr[7:0] == 8'd0))?data:8'd0;
assign interrupt_clear[11:8] = ((!wr)&&(addr[7:0] == 8'd1))?data[3:0]:4'd0;
always @(negedge mainClk or negedge reset_n)
begin
	if(!reset_n)
	begin
			cdcA <=  8'hff;
			cdcB <=  8'hff;
			cdcC <=  8'hff;
			cdcD <=  8'hff;
			cdcE <=  4'hf;
			stepMotorControlLine1 <= 16'd0;
			stepMotorDataLine1 <= 8'd0;
			stepMotorControlLine2 <= 16'd0;
			stepMotorDataLine2 <= 8'd0;
			stepMotorControlLine3 <= 16'd0;
			stepMotorDataLine3 <= 8'd0;
			stepMotorControlLine4 <= 16'd0;
			stepMotorDataLine4 <= 8'd0;
			stepMotorControlLine5 <= 16'd0;
			stepMotorDataLine5 <= 8'd0;
			stepMotorControlLine6 <= 16'd0;
			stepMotorDataLine6 <= 8'd0;
			stepMotorControlLine7 <= 16'd0;
			stepMotorDataLine7 <= 8'd0;
			stepMotorControlLine8 <= 16'd0;
			stepMotorDataLine8 <= 8'd0;
			stepMotorControlLine9 <= 16'd0;
			stepMotorDataLine9 <= 8'd0;
			stepMotorControlLine10 <= 16'd0;
			stepMotorDataLine10 <= 8'd0;
			stepMotorControlLine11 <= 16'd0;
			stepMotorDataLine11 <= 8'd0;
			stepMotorControlLine12 <= 16'd0;
			stepMotorDataLine12 <= 8'd0;
	end
	else if(!wr)
	begin
		case(addr)
		8'd2:
		begin
			write_buf[7:0] <= data[7:0];	
		end
		8'd3:
		begin
			stepMotorControlLine1[7:0] <= write_buf[7:0];
			stepMotorControlLine1[15:8] <=  data[7:0];
		end
		8'd4:
		begin
			stepMotorDataLine1[7:0] = data[7:0];
		end
		8'd5:
		begin
			stepMotorControlLine2[7:0] <= write_buf[7:0];
			stepMotorControlLine2[15:8] <=  data[7:0];
		end
		8'd6:
		begin
			stepMotorDataLine2[7:0] = data[7:0];
		end
		8'd7:
		begin
			stepMotorControlLine3[7:0] <= write_buf[7:0];
			stepMotorControlLine3[15:8] <=  data[7:0];	
		end
		8'd8:
		begin
			stepMotorDataLine3[7:0] = data[7:0];
		end
		8'd9:
		begin
			stepMotorControlLine4[7:0] <= write_buf[7:0];
			stepMotorControlLine4[15:8] <=  data[7:0];
		end
		8'd10:
		begin
			stepMotorDataLine4[7:0] = data[7:0];	
		end
		8'd11:
		begin
			stepMotorControlLine5[7:0] <= write_buf[7:0];
			stepMotorControlLine5[15:8] <=  data[7:0];
		end
		8'd12:
		begin
			stepMotorDataLine5[7:0] = data[7:0];	
		end
		8'd13:
		begin
			stepMotorControlLine6[7:0] <= write_buf[7:0];
			stepMotorControlLine6[15:8] <=  data[7:0];	
		end
		8'd14:
		begin
			stepMotorDataLine6[7:0] = data[7:0];
		end
		8'd15:
		begin
			stepMotorControlLine7[7:0] <= write_buf[7:0];
			stepMotorControlLine7[15:8] <=  data[7:0];
		end
		8'd16:
		begin
			stepMotorDataLine7[7:0] <= data[7:0];
		end
		8'd17:
		begin
			stepMotorControlLine8[7:0] <= write_buf[7:0];
			stepMotorControlLine8[15:8] <=  data[7:0];
		end
		8'd18:
		begin
			stepMotorDataLine8[7:0] <= data[7:0];
		end
		8'd19:
		begin
			stepMotorControlLine9[7:0] <= write_buf[7:0];
			stepMotorControlLine9[15:8] <=  data[7:0];
		end
		8'd20:
		begin
			stepMotorDataLine9[7:0] <= data[7:0];
		end
		8'd21:
		begin
			stepMotorControlLine10[7:0] <= write_buf[7:0];
			stepMotorControlLine10[15:8] <=  data[7:0];
		end
		8'd22:
		begin
			stepMotorDataLine10[7:0] <= data[7:0];
		end
		8'd23:
		begin
			stepMotorControlLine11[7:0] <= write_buf[7:0];
			stepMotorControlLine11[15:8] <=  data[7:0];
		end
		8'd24:
		begin
			stepMotorDataLine11[7:0] <= data[7:0];
		end
		8'd25:
		begin
			stepMotorControlLine12[7:0] <= write_buf[7:0];
			stepMotorControlLine12[15:8] <=  data[7:0];
		end
		8'd26:
		begin
			stepMotorDataLine12[7:0] <= data[7:0];
		end
		8'd27:
		begin
			cdcA	<= data[7:0];
		end
		8'd28:	
		begin
			cdcB	<= data[7:0];
		end
		8'd29:	
		begin
			cdcC	<= data[7:0];
		end
		8'd30:	
		begin
			cdcD	<= data[7:0];
		end
		8'd31:	
		begin
			cdcE	<= data[3:0];
		end
		default:	;
		endcase
	end
end
always @(*)
begin
	case(addr)
	8'd0: dataOutReg = interrupt[7:0];
	8'd1: dataOutReg = {4'd0,interrupt[11:8]};
	8'd2: dataOutReg = nopA;
	8'd3: dataOutReg = {2'b00,nopB};
	8'd4: dataOutReg = 8'h55; 
	8'd5: dataOutReg = 8'hcc; 
	default:	dataOutReg = 8'hff;
	endcase
end
endmodule
module StepMotorWithDAcc(
input rst_n,
input clk,
input [15:0]register,
input [7:0]pul_num,
output en,
output cw,
output pul,
output int_p
);
wire [12:0]count_set;
reg [15:0]counter;
reg out;
reg [8:0]pul_cnt;
reg pul_num_equal;
wire stop_n;
reg [15:0]register_act;
reg register_need_write;
assign count_set = register_act[12:0];
assign en = register_act[15:15];
assign cw  = register_act[14:14];
assign stop_n = register_act[13:13];
always@(posedge clk or negedge rst_n)
begin 
	if(!rst_n)
	begin
		counter <=  16'd0;
		pul_cnt <=  9'd1;
		pul_num_equal <=  1'd0;
		out <= 1;
	end
	else
	begin
		register_act <= register;
		if((stop_n)&&(pul_num_equal == 1'b0))
		begin
			if(counter == {count_set,3'b0})
			begin
				counter <= 16'd0;
				out <= ~out;
				pul_cnt <= pul_cnt + 1'b1;
				if(pul_cnt >= {pul_num[7:0],1'b0}) 
				begin
					pul_num_equal <=	1'b1;
				end
			end
			else
			begin
				counter <= counter+1'b1;
			end
		end
		else 
		begin
			if(stop_n == 1'b0)
			begin
				counter <= 16'd0;
				pul_cnt	<= 9'd1;
				pul_num_equal <= 1'd0;
			end
		end
	end
end
always@(posedge clk)
begin
	if(pul_num_equal == 1'd1)
	register_need_write <= 1'd1;
	else
	register_need_write <= 1'd0;
end
assign  pul = out;
assign int_p = register_need_write;
endmodule

==> flow_summary.json <==
{
  "fin_setup_tns_ns": -7.16,
  "fillers": 6063,
  "p_total_mw": 20.7,
  "gp_congestion": 0.887,
  "ys_types": 82,
  "area_leaders": "dfrtp_1 (20%), dfrtn_1 (18%), edfxtp_1 (15%)",
  "hpwl_um": 53100,
  "warnings": 88,
  "p_leak_nw": 21.4,
  "firstDrtPassIters": 7,
  "syn_inst": 3468,
  "fp.coreArea_mm2": 0.0776,
  "clock_latency_ns": 0.65,
  "power_density_mw_per_mm2": 451,
  "rsz0062_at_grt": "yes",
  "power.internal_mw": 16.3,
  "syn-cell-area_mm2": 0.0393,
  "numCtsBuffers": 91,
  "antenna_found_initial": 2,
  "maxSlewViolCount": 0,
  "core_util_floorplan_pct": 50.7,
  "violations": "negative setup slack",
  "hp-class": "primary input to asynchronous set/reset pin",
  "clockBufferDepth": 3,
  "portBuffers": 98,
  "antennaDiodeCount": 0,
  "ys.flop_type": "dfrtp_1",
  "power_frac_comb_pct": 3.4,
  "critical_path.slowest_cell": "dfstp_2",
  "layout-drive-gt1-share_pct": 15.2,
  "maxCapViolations": 0,
  "worstPathCellList": "buf_2",
  "vdd_drop_max_mv": 0.353,
  "top_area_cell": "dfrtp_1",
  "io_pins": 112,
  "clk_pin_slew_worst_paths_ns": 0.06,
  "ys_area_mm2": 0.0393,
  "synth-seq-cells": 872,
  "root_buffer": "clkbuf_16",
  "fin_skew_ns": 0.0592,
  "synthArstFlopShare_pct": 75.7,
  "top_area_share_pct": 19.9,
  "reg2reg_slack_ns": 0.08,
  "clockPowerShare_pct": 46.7,
  "grt_pass1_wl_um": 134000,
  "stdcell_area_mm2": 0.0459,
  "switching_share_pct": 21.5,
  "num_vias": 26000,
  "finalWorstSetupSlack_ns": -0.200,
  "worstSetupEndpointType": "primary output",
  "worst_slew_pin_slew_ns": 0.780,
  "drc_errors": 0,
  "status": "finished with violations",
  "final_cells": 4837,
  "unclocked_pins": 12,
  "dieArea_mm2": 0.0798,
  "ys_cells": 3468,
  "grt_pass1_vias": 25400,
  "power.switching_mw": 4.46,
  "cp_max_fo": 2,
  "overflow": 0,
  "wl_per_cell_um": 16.8,
  "timing_worst_setup_path_type": "flip-flop to primary output",
  "untimed_endpoints": 1,
  "dpl_cell_area_mm2": 0.0424,
  "viasPerCell": 5.38,
  "lay_top_count": "nand2_1",
  "drtAntennaViolNets": 0,
  "synth_seq_share_pct": 58.1,
  "final_util_pct": 59.2,
  "cts_tree": "built",
  "dieHeight_um": 282,
  "p_seq_share_pct": 50.0,
  "edf_count": 200,
  "cp_top_family": "flip-flops",
  "yosysWarnings": 19,
  "crit_arrival_ns": 3.08,
  "track_usage_pct": 22.2,
  "most-common-layout-cells": "nand2_1 (320), dfrtp_1 (312), dfrtn_1 (288)",
  "h-tree-depth": 3,
  "cp_num_buf_inv": 1,
  "setup_viol": 57,
  "routed_wl_um": 81400,
  "avgSynthCellArea_um2": 11.3,
  "drtIter0Drc": 1594,
  "grt_max_degree": 101,
  "required_ns": 2.88,
  "dieWidth_um": 282,
  "cpPeakStageDelay_ns": 0.52,
  "row_count": 102,
  "cp-start-kind": "flip-flop",
  "dp_cells": 4604,
  "slew_headroom_pct": 48.0,
  "hold_viol_final": 0,
  "synthToLayoutAreaGrowth_pct": 16.8
}
logic make-up after synthesis:
kind of cell	synth area share [%]
AND/OR/NAND/NOR	18.0
multiplexers	3.74
XOR/XNOR	6.10
adder cells (fa/ha/maj)	4.20
AND-OR/OR-AND	6.85
flip-flops	58.1
buffers and inverters	3.06
other	0.0191
synthesized netlist by cell type, types with 60 or more instances:
| library cell | count |
|---|---|
| a21oi_1 | 78 |
| clkbuf_1 | 108 |
| dfrtn_1 | 288 |
| dfrtp_1 | 312 |
| dfstp_2 | 60 |
| edfxtp_1 | 200 |
| ha_1 | 132 |
| inv_1 | 174 |
| mux2_2 | 111 |
| nand2_1 | 330 |
| nand2b_1 | 152 |
| nand3_1 | 147 |
| nand4_1 | 104 |
| nor2_1 | 173 |
| nor3_1 | 86 |
| nor4_1 | 74 |
| o21ai_0 | 106 |
| xnor2_1 | 80 |
| xor2_1 | 194 |
stage by stage:
stage,hold WS [ns],setup WS (ns)
after CTS,0.0637,-0.235
after floorplan,0.345,-0.481
after global routing,0.0822,-0.254
final,0.0867,-0.200
after detailed placement,0.393,-1.04
after global placement,0.390,-1.05
layer usage:
layer,up-vias,track usage (%),wire length [um]
met5,-,0,0
met4,0,3.59,1470
met3,97,5.45,5940
met2,613,31.2,35400
met1,12600,38.2,38600
li1,12700,-,-
power by group through the flow:
stage / Clock [mW] / Sequential, mW / Combinational [mW]
finish: 9.67 / 10.4 / 0.695
CTS: 9.99 / 10.4 / 0.704
global route: 10.4 / 10.4 / 0.789
worst paths after layout:
kind,cells after the start,from,to
hold reg to reg,2,FSMC_InterfaceImplement.stepMotorDataLine10[7],FSMC_InterfaceImplement.stepMotorDataLine10[7]
max in group asynchronous,3,reset_n,FSMC_InterfaceImplement.cdcA[3]
setup / recovery,1,FSMC_InterfaceImplement.cdcB[7],cdcB[7]
hold / removal,2,reset_n,stepMotor5.pul_cnt[8]
min in group clk0,2,FSMC_InterfaceImplement.stepMotorDataLine10[7],FSMC_InterfaceImplement.stepMotorDataLine10[7]
setup reg to reg,8,FSMC_InterfaceImplement.stepMotorDataLine1[2],stepMotor1.pul_num_equal
what timing repair did:
action                                  4_1_cts  5_1_grt
hold endpoints to repair                      0        0
resized                                     151       34
pin swaps                                     8       18
setup buffers                                 7       11
gates cloned                                  3        2
endpoints found under the setup margin      320      148
hold buffers                                  0        0
area by class of cell:
| type | count | area [um^2] | share of cell area (%) |
|---|---|---|---|
| clock buffers | 123 | 2660 | 5.80 |
| clock inverters | 90 | 578 | 1.26 |
| inverters | 176 | 661 | 1.44 |
| multi-input cells | 2299 | 15600 | 34.0 |
| flip-flops and latches | 872 | 22800 | 49.7 |
| well taps | 1040 | 1300 | 2.83 |
| repair buffers | 237 | 2280 | 4.96 |
Power and IR drop assume default switching activity.
