`./design.v`:
```
module gpio_port_in 
#(
    parameter SYS_CLK_FREQ                      = 32'd50_000_000, 
    parameter GPIO_PORT_IN_MODE_REG_INIT_VAL    = 32'hffff_ffff, 
    parameter GPIO_PORT_IN_SAMPLE_REG_INIT_VAL  = 32'h0000_0000 
)
(
    input           sys_clk  ,       
    input           sys_rst_n,       
    input           write_single,    
    input [3:0]     write_addr,      
    input [31:0]    write_data,      
    output [((2*32)-1):0]   readable_reg_extern,     
    input[31:0] port_really_in                       
);
localparam REG_WRITE_ADDR_GPIO_PORT_IN_MODE = 4'h0;
reg [2:0]write_singal_reg;
reg[3:0] local_write_addr_reg;
reg[31:0] local_write_data_reg;
reg[31:0] local_port_mode_reg;
reg[31:0] local_port_state_reg;
assign readable_reg_extern = {local_port_state_reg,local_port_mode_reg};
always @(posedge sys_clk or negedge sys_rst_n) 
begin 
    if (1'b0 == sys_rst_n) 
    begin 
        write_singal_reg <= 3'b000;
        local_write_addr_reg <= 4'd0;
        local_write_data_reg <= 32'd0;
    end
    else 
    begin
        write_singal_reg <= {write_singal_reg[1:0],write_single};
        local_write_addr_reg <= write_addr;
        local_write_data_reg <= write_data;
    end
end
always @(posedge sys_clk or negedge sys_rst_n) 
begin 
    if (1'b0 == sys_rst_n) 
    begin 
        local_port_mode_reg <= GPIO_PORT_IN_MODE_REG_INIT_VAL;
    end
    else if(3'b011 == write_singal_reg) begin
        case(local_write_addr_reg)
            REG_WRITE_ADDR_GPIO_PORT_IN_MODE: begin
                local_port_mode_reg <= local_write_data_reg;
            end
            default : begin
            end
        endcase
    end
    else begin
    end
end
always @(posedge sys_clk or negedge sys_rst_n) 
begin 
    if (1'b0 == sys_rst_n) 
    begin 
        local_port_state_reg <= GPIO_PORT_IN_SAMPLE_REG_INIT_VAL;
    end
    else begin
        if(1'b1 == local_port_mode_reg[0]) begin
            local_port_state_reg[0] <= port_really_in[0];
        end
        else begin
            local_port_state_reg[0] <= ~(port_really_in[0]);
        end
        if(1'b1 == local_port_mode_reg[1]) begin
            local_port_state_reg[1] <= port_really_in[1];
        end
        else begin
            local_port_state_reg[1] <= ~(port_really_in[1]);
        end
        if(1'b1 == local_port_mode_reg[2]) begin
            local_port_state_reg[2] <= port_really_in[2];
        end
        else begin
            local_port_state_reg[2] <= ~(port_really_in[2]);
        end
        if(1'b1 == local_port_mode_reg[3]) begin
            local_port_state_reg[3] <= port_really_in[3];
        end
        else begin
            local_port_state_reg[3] <= ~(port_really_in[3]);
        end
        if(1'b1 == local_port_mode_reg[4]) begin
            local_port_state_reg[4] <= port_really_in[4];
        end
        else begin
            local_port_state_reg[4] <= ~(port_really_in[4]);
        end
        if(1'b1 == local_port_mode_reg[5]) begin
            local_port_state_reg[5] <= port_really_in[5];
        end
        else begin
            local_port_state_reg[5] <= ~(port_really_in[5]);
        end
        if(1'b1 == local_port_mode_reg[6]) begin
            local_port_state_reg[6] <= port_really_in[6];
        end
        else begin
            local_port_state_reg[6] <= ~(port_really_in[6]);
        end
        if(1'b1 == local_port_mode_reg[7]) begin
            local_port_state_reg[7] <= port_really_in[7];
        end
        else begin
            local_port_state_reg[7] <= ~(port_really_in[7]);
        end
        if(1'b1 == local_port_mode_reg[8]) begin
            local_port_state_reg[8] <= port_really_in[8];
        end
        else begin
            local_port_state_reg[8] <= ~(port_really_in[8]);
        end
        if(1'b1 == local_port_mode_reg[9]) begin
            local_port_state_reg[9] <= port_really_in[9];
        end
        else begin
            local_port_state_reg[9] <= ~(port_really_in[9]);
        end
        if(1'b1 == local_port_mode_reg[10]) begin
            local_port_state_reg[10] <= port_really_in[10];
        end
        else begin
            local_port_state_reg[10] <= ~(port_really_in[10]);
        end
        if(1'b1 == local_port_mode_reg[11]) begin
            local_port_state_reg[11] <= port_really_in[11];
        end
        else begin
            local_port_state_reg[11] <= ~(port_really_in[11]);
        end
        if(1'b1 == local_port_mode_reg[12]) begin
            local_port_state_reg[12] <= port_really_in[12];
        end
        else begin
            local_port_state_reg[12] <= ~(port_really_in[12]);
        end
        if(1'b1 == local_port_mode_reg[13]) begin
            local_port_state_reg[13] <= port_really_in[13];
        end
        else begin
            local_port_state_reg[13] <= ~(port_really_in[13]);
        end
        if(1'b1 == local_port_mode_reg[14]) begin
            local_port_state_reg[14] <= port_really_in[14];
        end
        else begin
            local_port_state_reg[14] <= ~(port_really_in[14]);
        end
        if(1'b1 == local_port_mode_reg[15]) begin
            local_port_state_reg[15] <= port_really_in[15];
        end
        else begin
            local_port_state_reg[15] <= ~(port_really_in[15]);
        end
        if(1'b1 == local_port_mode_reg[16]) begin
            local_port_state_reg[16] <= port_really_in[16];
        end
        else begin
            local_port_state_reg[16] <= ~(port_really_in[16]);
        end
        if(1'b1 == local_port_mode_reg[17]) begin
            local_port_state_reg[17] <= port_really_in[17];
        end
        else begin
            local_port_state_reg[17] <= ~(port_really_in[17]);
        end
        if(1'b1 == local_port_mode_reg[18]) begin
            local_port_state_reg[18] <= port_really_in[18];
        end
        else begin
            local_port_state_reg[18] <= ~(port_really_in[18]);
        end
        if(1'b1 == local_port_mode_reg[19]) begin
            local_port_state_reg[19] <= port_really_in[19];
        end
        else begin
            local_port_state_reg[19] <= ~(port_really_in[19]);
        end
        if(1'b1 == local_port_mode_reg[20]) begin
            local_port_state_reg[20] <= port_really_in[20];
        end
        else begin
            local_port_state_reg[20] <= ~(port_really_in[20]);
        end
        if(1'b1 == local_port_mode_reg[21]) begin
            local_port_state_reg[21] <= port_really_in[21];
        end
        else begin
            local_port_state_reg[21] <= ~(port_really_in[21]);
        end
        if(1'b1 == local_port_mode_reg[22]) begin
            local_port_state_reg[22] <= port_really_in[22];
        end
        else begin
            local_port_state_reg[22] <= ~(port_really_in[22]);
        end
        if(1'b1 == local_port_mode_reg[23]) begin
            local_port_state_reg[23] <= port_really_in[23];
        end
        else begin
            local_port_state_reg[23] <= ~(port_really_in[23]);
        end
        if(1'b1 == local_port_mode_reg[24]) begin
            local_port_state_reg[24] <= port_really_in[24];
        end
        else begin
            local_port_state_reg[24] <= ~(port_really_in[24]);
        end
        if(1'b1 == local_port_mode_reg[25]) begin
            local_port_state_reg[25] <= port_really_in[25];
        end
        else begin
            local_port_state_reg[25] <= ~(port_really_in[25]);
        end
        if(1'b1 == local_port_mode_reg[26]) begin
            local_port_state_reg[26] <= port_really_in[26];
        end
        else begin
            local_port_state_reg[26] <= ~(port_really_in[26]);
        end
        if(1'b1 == local_port_mode_reg[27]) begin
            local_port_state_reg[27] <= port_really_in[27];
        end
        else begin
            local_port_state_reg[27] <= ~(port_really_in[27]);
        end
        if(1'b1 == local_port_mode_reg[28]) begin
            local_port_state_reg[28] <= port_really_in[28];
        end
        else begin
            local_port_state_reg[28] <= ~(port_really_in[28]);
        end
        if(1'b1 == local_port_mode_reg[29]) begin
            local_port_state_reg[29] <= port_really_in[29];
        end
        else begin
            local_port_state_reg[29] <= ~(port_really_in[29]);
        end
        if(1'b1 == local_port_mode_reg[30]) begin
            local_port_state_reg[30] <= port_really_in[30];
        end
        else begin
            local_port_state_reg[30] <= ~(port_really_in[30]);
        end
        if(1'b1 == local_port_mode_reg[31]) begin
            local_port_state_reg[31] <= port_really_in[31];
        end
        else begin
            local_port_state_reg[31] <= ~(port_really_in[31]);
        end
    end
end
endmodule
```
`./run.sh`:
```
#!/bin/bash
# OpenROAD 26Q1-2900-gdf79404cd8, Yosys 0.63+post, stock flow scripts
make -C /OpenROAD-flow-scripts/flow DESIGN_CONFIG=/design/flow/config.mk WORK_HOME=/design/flow/orfs finish
```
`./config.mk`:
```
export PLATFORM = sky130hd
export DESIGN_NAME = gpio_port_in
export DESIGN_NICKNAME = gpio_port_in
export VERILOG_FILES = /design/flow/design.v
export SDC_FILE = /design/flow/constraint.sdc
export NUM_CORES = 4
export LEC_CHECK = 1
export CORE_UTILIZATION = 30
```
`./constraint.sdc`:
```
current_design gpio_port_in

set clk_period 4.6
set clk_io_pct 0.2

create_clock -name clk0 -period $clk_period [get_ports {sys_clk}]

set non_clock_inputs [all_inputs -no_clocks]
set_input_delay [expr $clk_period * $clk_io_pct] -clock clk0 $non_clock_inputs
set_output_delay [expr $clk_period * $clk_io_pct] -clock clk0 [all_outputs]
```
==> impl_metrics.yaml <==
# physical design summary
critical_path:
  endpoint_kind: "flip-flop"
  required_ns: 4.89
  worst-path-max-fanout: 17
  r2r_start: "local_write_addr_reg[0]$_DFF_PN0_"
  start_kind: "flip-flop"
  regToRegSetupSlack_ns: 2.21
  crit_arrival_ns: 2.68
  crit_type: "flip-flop to flip-flop"
  worstSetupStartpoint: "local_write_addr_reg[0]$_DFF_PN0_"
floorplanning:
  io_pins: 135
  num_rows: 38
  fp.dieW_um: 107.3
  die_h_um: 107.3
  initCoreUtil_pct: 30.79
  core-area_um2: 10790
  chipArea_um2: 11500
placement:
  placed_area_um2: 4818
  dp_slack_ns: 2.148
  dp_hpwl_um: 4040
  placedCellCount: 446
  io_buffer_count: 134
  gp_congestion: 0.7031
min_path:
  hp-start: "write_singal_reg[1]$_DFF_PN0_"
  hold_class: "flip-flop to flip-flop"
routing:
  firstDrtPassIters: 3
  wirelength_um: 5797
  wl_met1_um: 2553
  routed-via-count: 1849
  drtIter0Drc: 28
  routed-wl-met2_um: 2665
  viasPerCell: 4.002
  wl_per_cell_um: 12.55
  diodes: 0
  postRouteAntennaNets: 0
  highest_layer: "met4"
  met3_wirelength_um: 521
  drc: 0
clock_network:
  htree_levels: 3
  cts_tree: "yes"
  ctsHoldBuffers: 0
  cts_resized: 0
  cts.path.max_buffers: 2
  cts_buffers: 9
  cts_setup_buffers: 0
  clk_pin_slew_ns: 0.09
  cts_root_buf: "clkbuf_8"
  clock.latency.late_pin_ns: 0.36
  clock_sink_count: 103
sta:
  relSlewSlack_pct: 49.53
  fmax_mhz: 418.7
  hold_slack_ns: 0.3943
  setup_slack_ns: 2.212
  hold_viol: 0
  setup_tns_ns: 0
  finalSetupViolCount: 0
  fin_crit_sh_pct: 51.92
  maxSlewViolCount: 0
  fin_skew_ns: 0.01090
  tightest_slew_ns: 0.7546
  grt_setup_unrepaired: "false"
  min_period_ns: 2.388
global_route:
  grt_pass1_vias: 1819
  antenna_found_initial: 0
  grt_pass1_wl_um: 9066
  grt_max_degree: 54
  globalRouteOverflowTotal: 0
  grt.total_usage_pct: 10.53
synthesis:
  ys_area_um2: 3323
  yosys_cells: 173
  ys_seq_share_pct: 78.77
  synthCells: 173
  synth_cell_types: 9
  syn_avg_cell_area_um2: 19.21
  ys_warn_count: 1
  syn_area_um2: 3323
  ys_seq_elements: 103
cells_and_area:
  drive_gt1_share_pct: 25.47
  fin_cells: 462
  final_common_cell: "clkdlybuf4s50_1"
  postLayoutCellArea_um2: 5015
  final_core_util_pct: 46.46
  area_growth_pct: 50.90
  layout.cells.most_common_list: "clkdlybuf4s50_1 (133), dfrtp_1 (71), xnor2_1 (32), dfstp_2 (32), mux2_2 (30)"
power_and_ir_drop:
  design_power_total_mw: 1.946
  ir_worst_vdd_mv: 0.1489
  p_seq_share_pct: 55.8
  leakage_nw: 2.002
  power.net_switching_uw: 411.2
  swShare_pct: 21.13
  powerDensity_nw_per_um2: 388.0
  power_frac_comb_pct: 15.4
  p_clk_share_pct: 28.8
  internal_power_mw: 1.534
run_status:
  outcome: "completed"
run:
  warnings: 25
  cap_violations: 0
## layout make-up
| class | count | area (um^2) |
|---|---|---|
| Timing Repair Buffer | 136 | 1354 |
| Clock buffer | 10 | 127.6 |
| Fill cell | 936 | 5778 |
| Sequential cell | 103 | 2618 |
| Multi-Input combinational cell | 67 | 671.9 |
| Tap cell | 140 | 175.2 |
| Clock inverter | 6 | 68.82 |
## cell usage after synthesis, drive strengths merged
library cell	count	area share, %
dfstp	32	25
buf	3	1.0
nor3	1	0.49
or4	1	0.34
nand2	1	0.11
xnor2	32	8.4
mux2	32	11
dfrtp	71	53
## worst max-delay path, cell delays in order (launching register included)
cell     delay [ns]
dfrtp_1        0.38
or4_4          0.54
nor3_4         0.64
buf_4          0.39
mux2_2         0.37
## power groups by stage
stage	logic, mW	registers (mW)	clock network, mW
after CTS	0.307	1.09	0.590
after global routing	0.329	1.10	0.624
final	0.299	1.09	0.561
## worst paths after layout
kind                                                 endpoint  depth (start not counted)
max                        local_port_mode_reg[4]$_DFFE_PN1P_                          4
min                             write_singal_reg[2]$_DFF_PN0_                          0
max reg2reg                local_port_mode_reg[4]$_DFFE_PN1P_                          4
min reg2reg                     write_singal_reg[2]$_DFF_PN0_                          0
max in group asynchronous  local_write_data_reg[22]$_DFF_PN0_                          2
min in group asynchronous   local_port_state_reg[8]$_DFF_PN0_                          1
## routing by layer
metal / vias to the layer above / track usage [%]
met2: 79 / 15.25
met4: 0 / 1.566
met5: - / 0
li1: 852 / -
met1: 912 / 16.41
met3: 6 / 3.642
## kinds of logic after synthesis
| group | count (synthesis) | synth area share [%] |
|---|---|---|
| flops | 103 | 78.77 |
| mux | 32 | 10.84 |
| simple gates | 3 | 0.9413 |
| xor+xnor | 32 | 8.434 |
| buf+inv | 3 | 1.016 |
Power figures rest on the tool's default switching activity, not on a simulated workload.
